**/design/flow/run.sh**
```bash
#!/bin/bash
# OpenROAD 26Q1-2900-gdf79404cd8, Yosys 0.63+post, stock flow scripts
make -C /OpenROAD-flow-scripts/flow DESIGN_CONFIG=/design/flow/config.mk WORK_HOME=/design/flow/orfs finish
```
**/design/flow/config.mk**
```make
export PLATFORM = sky130hd
export DESIGN_NAME = FIFO
export DESIGN_NICKNAME = FIFO
export VERILOG_FILES = /design/flow/design.v
export SDC_FILE = /design/flow/constraint.sdc
export NUM_CORES = 4
export LEC_CHECK = 1
export CORE_UTILIZATION = 30
```
**/design/flow/constraint.sdc**
```tcl
current_design FIFO

set clk_period 94.5
set clk_io_pct 0.2

create_clock -name clk0 -period $clk_period [get_ports {clk_i}]

set non_clock_inputs [all_inputs -no_clocks]
set_input_delay [expr $clk_period * $clk_io_pct] -clock clk0 $non_clock_inputs
set_output_delay [expr $clk_period * $clk_io_pct] -clock clk0 [all_outputs]
```
**/design/flow/design.v**
```verilog
module FIFO #(parameter WIDTH = 8, DEPTH = 256) 
    (
        input rstn_i,
        input clk_i,
        input wr_dv_i,
        input [WIDTH-1:0] wr_data_i,
        input [$clog2(DEPTH)-1:0] AF_level_i,
        output AF_flag_o,
        output full_o,
        input rd_en_i,
        output rd_dv_o,
        output reg [WIDTH-1:0] rd_data_o,
        input [$clog2(DEPTH)-1:0] AE_level_i,
        output AE_flag_o,
        output empty_o
    );
    reg [$clog2(DEPTH)-1:0] wr_addr_r, rd_addr_r;
    reg [$clog2(DEPTH):0] count_r; 
    wire rd_dv_w;
    wire [WIDTH-1:0] rd_data_w;
    RAM_2Port #(.WIDTH(WIDTH), .DEPTH(DEPTH)) FIFO_inst
    (
        .wr_clk_i(clk_i),
        .wr_addr_i(wr_addr_r),
        .wr_dv_i(wr_dv_i),
        .wr_data_i(wr_data_i),
        .rd_clk_i(clk_i),
        .rd_addr_i(rd_addr_r),
        .rd_en_i(rd_en_i),
        .rd_dv_o(rd_dv_o),
        .rd_data_o(rd_data_w)
    );
    always @(posedge clk_i or negedge rstn_i)
    begin
        if(~rstn_i)
        begin
            wr_addr_r <= 0;
            rd_addr_r <= 0;
            count_r <= 0;
        end
        else
        begin
            if(wr_dv_i)
            begin
                if (wr_addr_r == DEPTH - 1)  
                    wr_addr_r <= 0;
                else
                    wr_addr_r <= wr_addr_r + 1; 
            end
            if(rd_en_i) 
            begin
                if(rd_addr_r == DEPTH - 1)  
                    rd_addr_r <= 0;
                else
                    rd_addr_r = rd_addr_r + 1; 
            end
            if(rd_en_i & ~wr_dv_i)
            begin
                if(count_r != 0)
                    count_r <= count_r - 1;
            end
            if(wr_dv_i & ~rd_en_i)
            begin
                if(count_r != DEPTH)
                    count_r <= count_r + 1;
            end
            if(rd_en_i)
            begin
                rd_data_o <= rd_data_w;
            end
        end
    end
    assign full_o = (count_r == DEPTH) || (count_r == DEPTH - 1 && wr_dv_i && !rd_en_i);
    assign empty_o = (count_r == 0);
    assign AF_flag_o = (count_r > DEPTH - AF_level_i);
    assign AE_flag_o = (count_r < AE_level_i);
    assign rd_dv_o = rd_dv_w;
endmodule
module RAM_2Port #(parameter WIDTH = 16, DEPTH = 256)
    (
        input wr_clk_i,
        input [$clog2(DEPTH)-1:0] wr_addr_i,
        input wr_dv_i,
        input [WIDTH-1:0] wr_data_i,
        input rd_clk_i,
        input [$clog2(DEPTH)-1:0] rd_addr_i,
        input rd_en_i,
        output reg rd_dv_o,
        output reg [WIDTH-1:0] rd_data_o 
    );
    reg[WIDTH-1:0] mem_r[DEPTH-1:0];
    always@(posedge wr_clk_i)
    begin
        if (wr_dv_i)
        begin
            mem_r[wr_addr_i] <= wr_data_i;
        end
    end
    always@(posedge rd_clk_i)
    begin
        rd_data_o <= mem_r[rd_addr_i];
        rd_dv_o <= rd_en_i;
    end
endmodule
```
==> flow_metrics.env <==
# implementation run metrics
export IMPL_run_status="finished clean"
export IMPL_grt_setup_unrepaired="no"
export IMPL_setup_viol=0
export IMPL_die_y_um=526
export IMPL_die_w_um=526
export IMPL_worst_r2r_path_depth=10
export IMPL_numPortBuffers=40
export IMPL_cts_htree_levels=4
export IMPL_routedWlPerCell_um=26.9
export IMPL_top_cells_by_area="sky130_fd_sc_hd__edfxtp_1, sky130_fd_sc_hd__mux4_2, sky130_fd_sc_hd__mux2i_1"
export IMPL_yosys_stat_seqShare_pct=75.9
export IMPL_ys_chip_area_um2=82400
export IMPL_postCtsResizedCells=0
export IMPL_cp_max_fo=4
export IMPL_tightest_slew_ns=1.04
export IMPL_cts_buffers_inserted=209
export IMPL_vias_per_cell=5.07
export IMPL_num_vias=40300
export IMPL_postRouteAntennaNets=0
export IMPL_rows=192
export IMPL_synth_avg_cell_area_um2=20.5
export IMPL_synthesis_area_um2=82400
export IMPL_tritoncts_num_sinks=2090
export IMPL_core_region_area_um2=273000
export IMPL_total_power_mw=2.44
export IMPL_tritoncts="built"
export IMPL_detailedRoute_firstIterationViolations=2893
export IMPL_async_reset_ff_share_pct=1.20
export IMPL_timing_critical_path_from_type="input port"
export IMPL_clk_path_buf_depth=3
export IMPL_finalMaxSlewViolations=0
export IMPL_final_period_minus_worst_setup_slack_ns=40.52
export IMPL_final_setup_skew_ns=0.0540
export IMPL_detailedPlacementHpwl_mm=131
export IMPL_hold_buffers=0
export IMPL_pwr_per_cell_area_nw_per_um2=26.1
export IMPL_detailed_place_area_um2=87100
export IMPL_post_route_period_util_pct=42.9
export IMPL_setup_worst_path_end_class="output port"
export IMPL_grt_usage_pct=16.7
export IMPL_finalNonFillerCells=7956
export IMPL_syn_instance_count=4014
export IMPL_fp_dieArea_um2=277000
export IMPL_openroad_warnings=36
export IMPL_leakage_nw=28.8
export IMPL_grt_antenna_before_repair=3
export IMPL_finished_layout_cell_area_um2=93700
export IMPL_setup_worst_path_class="input port to output port"
export IMPL_syn_to_final_growth_pct=13.7
export IMPL_clock_fmax_mhz=24.7
export IMPL_hold_path_class="register to register"
export IMPL_cp_arrival_ns=21.62
export IMPL_synth_top_flop_cell="sky130_fd_sc_hd__edfxtp_1"
export IMPL_edf_count=2056
export IMPL_grt_pass1_wl_mm=310
export IMPL_postCtsSetupBuffers=0
export IMPL_synth_stat_cells=4014
export IMPL_timing_setup_tns_ns=0
export IMPL_finalHoldViolCount=0
export IMPL_routed_wirelength_mm=214
export IMPL_grt_start_max_net_pins=131
export IMPL_worstPathRequired_ns=75.60
export IMPL_fraction_of_layout_cells_with_a_size_suffix_above_1_pct=22.5
export IMPL_clock_root_buffer="sky130_fd_sc_hd__clkbuf_16"
export IMPL_route_detailed_drc=0
export IMPL_relSlewSlack_pct=30.6
export IMPL_post_synth_top_area_cell="sky130_fd_sc_hd__edfxtp_1"
export IMPL_initial_core_util_pct=30.1
export IMPL_gr_total_overflow=0
export IMPL_drt_pre_antenna_iters=9
export IMPL_vdd_drop_max_uv=18.6
export IMPL_ys_seq_elements=2090
export IMPL_drv_cap=0
export IMPL_gp_congestion=0.888
export IMPL_yosys_cell_types_count=73
export IMPL_io_pin_count=41
export IMPL_yosys_warnings=2
export IMPL_dp_cells=7569
export IMPL_top_cell_area_share_pct=74.9
export IMPL_clk_insertion_delay_late_ns=0.83
export IMPL_clk_pin_slew_ns=0.06
export IMPL_via_count_of_the_first_global_routing_pass=43600
export IMPL_worstHoldPathCells=0
-- routing by layer --
| layer | GRT usage (%) | share of wire [%] |
|---|---|---|
| met1 | 18.9 | 33 |
| met2 | 24.8 | 47 |
| met3 | 12.5 | 16 |
| met4 | 4.51 | 3.4 |
| met5 | 0.727 | 0.060 |
-- through the flow --
stage / hold WS, ns / setup WS, ns / utilization [%]
after detailed placement: 0.394 / 53.99 / 31.9
after floorplan: 0.386 / 55.17 / -
after CTS: 0.406 / 53.98 / 34.3
after global routing: 0.411 / 53.75 / 34.3
final: 0.402 / 53.98 / 34.3
after global placement: 0.391 / 53.94 / 31.9
-- synth_stat cells (all sizes together), types with 3 or more instances --
cell type	number
a2111oi	7
edfxtp	2056
nor2	281
a21oi	61
o21ai	62
nor2b	26
mux2	39
o221ai	18
nand3	55
nor4	7
o311ai	3
mux2i	191
a221oi	36
or2	3
nand2	107
o21a	3
dfxtp	9
xor2	12
o2111ai	5
nand2b	19
a31oi	16
a22oi	21
and3	4
a21o	6
inv	22
o22ai	54
nand4	11
xnor2	10
a21boi	4
a22o	5
o211ai	9
and2	12
buf	156
dfrtp	25
clkbuf	81
a211oi	22
a311oi	7
mux4	460
nor3	38
ha	25
-- final timing paths --
path,start,to,slack [ns]
hold reg to reg,FIFO_inst.rd_data_o[4]$_DFF_P_,rd_data_o[4]$_DFFE_PP_,0.40
setup / recovery,AF_level_i[0],AF_flag_o,53.98
hold / removal,FIFO_inst.rd_data_o[4]$_DFF_P_,rd_data_o[4]$_DFFE_PP_,0.40
max in group asynchronous,rstn_i,rd_addr_r[3]$_DFFE_PN0P_,75.66
min in group asynchronous,rstn_i,wr_addr_r[2]$_DFFE_PN0P_,18.50
setup reg to reg,rd_addr_r[0]$_DFFE_PN0P_,FIFO_inst.rd_data_o[3]$_DFF_P_,88.34
-- worst max-delay path: stages --
cell and delay [ns]:
sky130_fd_sc_hd__clkdlybuf4s50_1 0.55, sky130_fd_sc_hd__inv_1 0.06, sky130_fd_sc_hd__ha_1 0.28, sky130_fd_sc_hd__inv_1 0.04, sky130_fd_sc_hd__ha_1 0.27, sky130_fd_sc_hd__nor2b_1 0.13, sky130_fd_sc_hd__o21a_1 0.16, sky130_fd_sc_hd__o21a_1 0.16
sky130_fd_sc_hd__o21a_1 0.17, sky130_fd_sc_hd__o21ai_0 0.18, sky130_fd_sc_hd__nand2b_1 0.08, sky130_fd_sc_hd__a21oi_1 0.13, sky130_fd_sc_hd__o21ai_0 0.09, sky130_fd_sc_hd__clkdlybuf4s50_1 0.41
-- kinds of logic after synthesis --
logic type	count (synthesis)	share of synthesized area, %
XOR/XNOR	22	0.234
flip-flops	2090	75.9
buffers and inverters	260	2.02
multiplexers	690	15.4
AND-OR/OR-AND	356	2.97
adder cells (fa/ha/maj)	25	0.380
AND/OR/NAND/NOR	571	3.06
-- report_power, final --
group / internal [mW] / leakage (nW) / total, mW / switching, mW
clock network: 0.447 / 3.19 / 0.792 / 0.344
registers: 1.03 / 18.9 / 1.06 / 0.0221
logic: 0.212 / 6.80 / 0.596 / 0.385
total: 1.69 / 28.8 / 2.44 / 0.751
-- layout by cell type (no fill, tap or decap), drive strengths merged, types with 11 or more instances in the layout --
cell type	n
nor2	281
nor2b	26
inv	27
nand2	107
a21oi	61
clkinv	94
mux4	460
o221ai	18
o21ai	62
ha	25
bufinv	13
dfrtp	25
clkdlybuf4s50	32
edfxtp	2056
clkbuf	270
mux2	39
o22ai	54
nor3	38
xor2	12
nand2b	19
a31oi	16
buf	163
nand4	11
and2	12
a211oi	22
nand3	55
mux2i	191
a22oi	21
a221oi	36
-- cell type report --
class / count / area [um^2]
Clock buffer: 262 / 5500
Tap cell: 3589 / 4490
Inverter: 23 / 86.3
Multi-Input combinational cell: 1664 / 18200
Sequential cell: 2090 / 62600
Antenna cell: 8 / 20.0
Fill cell: 25100 / 180000
Timing Repair Buffer: 203 / 1740
Clock inverter: 117 / 1050
-- state kept, by name, indices dropped and copies added, names as in the netlist --
name,cells
FIFO_inst.mem_r,2048
FIFO_inst.rd_data_o,8
FIFO_inst.rd_dv_o,1
count_r,9
rd_addr_r,8
rd_data_o,8
wr_addr_r,8
No activity file was given, so power comes from the tool's default toggle rates.
