==> flow/design.v <==
module RAM #(parameter WIDTH = 16, DEPTH = 256)
    (
        input wr_clk_i,
        input [$clog2(DEPTH)-1:0] wr_addr_i,
        input wr_dv_i,
        input [WIDTH-1:0] wr_data_i,
        input rd_clk_i,
        input [$clog2(DEPTH)-1:0] rd_addr_i,
        input rd_en_i,
        output reg rd_dv_o,
        output reg [WIDTH-1:0] rd_data_o );
    reg[WIDTH-1:0] mem_r[DEPTH-1:0];
    always@(posedge wr_clk_i)
    begin
        if (wr_dv_i)
        begin
            mem_r[wr_addr_i] <= wr_data_i;
        end
    end
    always@(posedge rd_clk_i)
    begin
        rd_data_o <= mem_r[rd_addr_i];
        rd_dv_o <= rd_en_i;
    end
endmodule
==> flow/run.sh <==
#!/bin/bash
# OpenROAD 26Q1-2900-gdf79404cd8, Yosys 0.63+post, stock flow scripts
make -C /OpenROAD-flow-scripts/flow DESIGN_CONFIG=/design/flow/config.mk WORK_HOME=/design/flow/orfs finish
==> flow/config.mk <==
export PLATFORM = sky130hd
export DESIGN_NAME = RAM
export DESIGN_NICKNAME = RAM
export VERILOG_FILES = /design/flow/design.v
export SDC_FILE = /design/flow/constraint.sdc
export NUM_CORES = 4
export LEC_CHECK = 1
export CORE_UTILIZATION = 40
==> flow/constraint.sdc <==
current_design RAM

set clk_period 20.9
set clk_io_pct 0.2

create_clock -name clk0 -period $clk_period [get_ports {rd_clk_i}]
create_clock -name clk1 -period $clk_period [get_ports {wr_clk_i}]

set non_clock_inputs [all_inputs -no_clocks]
set_input_delay [expr $clk_period * $clk_io_pct] -clock clk0 $non_clock_inputs
set_output_delay [expr $clk_period * $clk_io_pct] -clock clk0 [all_outputs]
==> results.rst <==
Flow metrics
------------

.. list-table::
   :header-rows: 1

   * - Metric
     - Value
   * - Leakage power figure
     - 57.1 nW
   * - Sinks on the clock net
     - 4,113
   * - Multiplexer share
     - 15.5%
   * - Areal power density over the cells
     - 96.0 nW/um^2
   * - Vias
     - 77.8k
   * - Tally of OpenROAD warnings
     - 39
   * - Unrepaired setup endpoints after global routing
     - no
   * - Overall Global Routing Usage
     - 24.0%
   * - Post-route setup TNS
     - 0 ps
   * - Filler cell count in the final layout
     - 31.8k
   * - Crit Path Category
     - primary input to register
   * - Crit path DAT
     - 10,770 ps
   * - Total wirelength of the detailed-routed design
     - 433,000 microns
   * - Top cells by area
     - sky130_fd_sc_hd__edfxtp_1 77%, sky130_fd_sc_hd__mux4_2 11%, sky130_fd_sc_hd__mux2i_1 3.6%
   * - Number of DRC violations after detailed routing
     - 0
   * - Met2 track utilization from global routing
     - 35.0%
   * - Area inside the core boundary
     - 394,000 sq um
   * - Placed wire-length estimate
     - 259,000 microns
   * - Actual slew at the worst max-slew pin
     - 1280 ps
   * - Leftover overflow at the end of global routing
     - 0
   * - Warnings, synthesis
     - 1
   * - Kind of start point of the critical path
     - primary input
   * - CTS tree
     - yes
   * - Layout Area Growth over Synthesis
     - 14.0%
   * - Global-route track usage on met1
     - 26.4%
   * - Largest family of logic cells by area
     - multiplexers
   * - Tightest slew margin relative to the limit
     - 14.0%
   * - Mean post-synth cell area
     - 21.6 sq um
   * - Die x size
     - 632 microns
   * - Seq. cell area
     - 123,000 sq um
   * - Quantity of gates resized following cts
     - 0
   * - Cell mode on critical path
     - sky130_fd_sc_hd__buf_4
   * - List of cells traversed by the critical path
     - buf_8 -> buf_4 -> buf_4 -> buf_4 -> buf_4 -> buf_4 -> buf_4 -> mux4_2 -> mux2_2 -> a22oi_1 -> nand2_1 -> o32ai_1 -> buf_4 -> nor4_1
   * - Dominant cell area share
     - 77.5%
   * - Class of the most critical hold timing path
     - register to register
   * - Initial core utilization
     - 40.3%
   * - Critical Path Fanout Max
     - 71
   * - Number of global-route vias before repair
     - 84.7k
   * - Area of the chip
     - 399,000 sq um
   * - Share of cells above drive strength 1
     - 25.9%
   * - XOR Share, Synth
     - 0%
   * - Min setup slack post-route
     - 10,290 ps
   * - AND-OR/OR-AND Cells, Area Fraction
     - 3.54%
   * - Final Power
     - 17.4 mW
   * - Most frequent logic cells in the routed design
     - 4,096 x sky130_fd_sc_hd__edfxtp_1, 797 x sky130_fd_sc_hd__mux4_2, 565 x sky130_fd_sc_hd__mux2i_1, 500 x sky130_fd_sc_hd__buf_4, 411 x sky130_fd_sc_hd__clkbuf_16
   * - Synth Instances
     - 7,361
   * - Detailed-routing iteration count for the pre-antenna-repair pass
     - 5
   * - Worst path max stage delay
     - 910 ps
   * - Average routed wire per standard cell
     - 32.2 microns
   * - Family of cells with the greatest summed delay on the critical path
     - buffers and inverters
   * - Die Y-Extent
     - 632 microns
   * - Via-to-Cell Ratio
     - 5.79
   * - Nature of the critical path endpoint
     - register
   * - Area figure in the yosys stat output
     - 159,000 sq um
   * - Most common logic cell in the routed design
     - sky130_fd_sc_hd__edfxtp_1
   * - Number of enable flip-flop cells
     - 4,096
   * - Fin. Hold Viols
     - 0
   * - Number of failing setup endpoints in the final timing report
     - 0
   * - Buffers and inverters on the worst path
     - 8
   * - Area share of fa/ha/maj cells after synthesis
     - 0%
   * - Number of register bits inferred by synthesis
     - 4,113
   * - Iteration-0 DRC count of the detailed router
     - 5,373
   * - Final standard cell count with taps included and fillers excluded
     - 13.4k
   * - Number of distinct library cells after synthesis
     - 52
   * - Netlist area before placement
     - 159,000 sq um
   * - Number of port buffers
     - 51
   * - Largest area contributor in the synthesized netlist
     - sky130_fd_sc_hd__edfxtp_1
   * - Endpoint required time on the critical path
     - 21,060 ps
   * - Yosys simple share
     - 1.57%
   * - Ys cells
     - 7,361
   * - Max Slew Vio Count
     - 0
   * - Antenna violations before repair
     - 21
   * - Maximum number of pins on one net before global-route repair
     - 125
   * - Post-route ant nets
     - 0
   * - Number of top-level pins
     - 53
   * - Number of setup buffers added after CTS
     - 0
   * - Instance count after placement with tap cells included
     - 12.7k
   * - Post-CTS Hold Buffers
     - 0
   * - Total number of placement rows
     - 230
   * - Maximum vdd ir drop
     - 83.3 uV
   * - Worst-path clk slew
     - 90 ps
   * - Flip-flop cell with the highest count after synthesis
     - sky130_fd_sc_hd__edfxtp_1
   * - Result of the run
     - completed
   * - Multi-input gate area
     - 33,100 sq um
   * - Final Wtd Congestion
     - 0.923
   * - Global route hottest layer
     - met2
   * - Post-Route Hold Slack
     - 1690 ps
   * - Async set-reset flop share out of synthesis
     - 0%
   * - Worst setup slack after placement
     - 9790 ps
   * - First-pass GRT wire length
     - 615,000 microns
   * - Met3 usage
     - 19.6%
   * - Critical-path cell with the highest stage delay
     - sky130_fd_sc_hd__o32ai_1
   * - Register area share after synthesis
     - 77.7%
   * - Number of max-cap violations
     - 0
==> state kept, by name, indices dropped and copies added (netlist names) <==
signal	flops
mem_r	4096
rd_dv_o	1
rd_data_o	16
==> tightest hold or removal path, stage by stage (launching register included) <==
cell and delay (ps):
sky130_fd_sc_hd__edfxtp_1 350, sky130_fd_sc_hd__mux2i_1 140, sky130_fd_sc_hd__o221ai_1 150, sky130_fd_sc_hd__a21oi_1 150, sky130_fd_sc_hd__nor2_1 50, sky130_fd_sc_hd__nand4_1 90
sky130_fd_sc_hd__nor4_1 60
==> power breakdown <==
part,total [mW],internal (mW),switching (mW)
Sequential,9.11,9.09,0.0192
Combinational,0.848,0.285,0.563
Clock,7.42,4.30,3.12
==> area by class of cell <==
cell class	instances	share of cell area [%]
Sequential cell	4113	68.1
Multi-Input combinational cell	2792	18.3
Clock buffer	474	5.81
Tap cell	5220	3.61
Timing Repair Buffer	556	2.48
Clock inverter	267	1.67
Antenna cell	16	0.0221
Inverter	4	0.0152
==> Yosys cell counts (32+ instances only) <==
cell,number
sky130_fd_sc_hd__buf_6,77
sky130_fd_sc_hd__o21ai_0,37
sky130_fd_sc_hd__a21oi_1,175
sky130_fd_sc_hd__edfxtp_1,4096
sky130_fd_sc_hd__o22ai_1,148
sky130_fd_sc_hd__o221ai_1,252
sky130_fd_sc_hd__mux4_2,797
sky130_fd_sc_hd__mux2_2,88
sky130_fd_sc_hd__a22o_1,32
sky130_fd_sc_hd__nand3_1,35
sky130_fd_sc_hd__nor3_1,92
sky130_fd_sc_hd__mux2i_1,565
sky130_fd_sc_hd__buf_2,76
sky130_fd_sc_hd__clkbuf_1,230
sky130_fd_sc_hd__nor2_1,304
sky130_fd_sc_hd__nand2_1,38
sky130_fd_sc_hd__a22oi_1,43
==> stage by stage <==
| stage | utilization (%) | cell area (sq um) |
|---|---|---|
| 6_report | 46.0 | 181000 |
| 5_1_grt | 46.0 | 181000 |
| 4_1_cts | 46.0 | 181000 |
| 3_5_place_dp | 42.5 | 167000 |
| 3_3_place_gp | 42.5 | 167000 |
| 2_1_floorplan | - | 159000 |
==> worst paths after layout <==
kind	to	cells after the start	slack [ps]	start
max reg2reg	rd_data_o[6]	7	16830	mem_r[139][6]
max in group clk1	mem_r[186][0]	6	13990	wr_addr_i[1]
max	rd_data_o[5]	14	10290	rd_addr_i[1]
min	rd_data_o[0]	6	1690	mem_r[234][0]
min reg2reg	rd_data_o[0]	6	1690	mem_r[234][0]
min in group clk1	mem_r[145][4]	1	3660	wr_data_i[4]
==> cells by family (layout without fill, tap and decap cells) <==
kind of cell | Yosys count | count (layout)
buffers and inverters | 456 | 1301
flip-flops | 4113 | 4113
multiplexers | 1450 | 1450
AND/OR/NAND/NOR | 556 | 556
AND-OR/OR-AND | 786 | 786
other | 0 | 16
==> per-layer routing <==
metal | part of all wire, % | wire (microns) | vias up
met4 | 4.2 | 18100 | 26
met2 | 47 | 203000 | 5303
met1 | 30 | 130000 | 39400
met3 | 19 | 80400 | 735
met5 | 0.26 | 1110 | -
li1 | - | - | 32300
Power is estimated from default activity; no workload was simulated.
