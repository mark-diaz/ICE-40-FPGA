`./design.v`:
```
module UART_RX #(parameter CLKS_PER_BIT = 217)
(
    input clk_i,
    input rx_serial_i,
    output rx_dv_o,
    output [7:0] rx_byte_o
);
    parameter IDLE = 3'b000;
    parameter RX_START_BIT = 3'b001;
    parameter RX_DATA_BITS = 3'b010;
    parameter RX_STOP_BITS = 3'b011;
    parameter CLEANUP = 3'b100;
    reg [7:0] clk_count_r = 0;
    reg [2:0] bit_index_r = 0;
    reg [7:0] rx_byte_r;
    reg rx_dv_r;
    reg [2:0] state_r;
    always @(posedge clk_i) 
    begin
        case (state_r)
            IDLE : 
                begin
                    rx_dv_r <= 1'b0;
                    clk_count_r <= 0;
                    bit_index_r <= 0;
                    if (rx_serial_i == 1'b0)
                        state_r <= RX_START_BIT;
                    else
                        state_r <= IDLE;
                end
            RX_START_BIT :
                begin
                    if (clk_count_r == (CLKS_PER_BIT - 1) / 2)
                    begin
                        if (rx_serial_i == 1'b0)
                        begin
                            clk_count_r <= 0;
                            state_r <= RX_DATA_BITS;
                        end
                        else
                            state_r <= IDLE;
                    end
                    else
                    begin
                        clk_count_r <= clk_count_r + 1;
                        state_r <= RX_START_BIT;
                    end
                end
            RX_DATA_BITS :
                begin
                    if (clk_count_r < CLKS_PER_BIT - 1)
                    begin
                        clk_count_r <= clk_count_r + 1;
                        state_r <= RX_DATA_BITS;
                    end
                    else
                    begin
                        clk_count_r <= 0;
                        rx_byte_r[bit_index_r] <= rx_serial_i;
                        if (bit_index_r < 7)
                        begin
                            bit_index_r <= bit_index_r + 1;
                            state_r <= RX_DATA_BITS;
                        end
                        else
                        begin
                            bit_index_r <= 0;
                            state_r <= RX_STOP_BITS;
                        end
                    end
                end
            RX_STOP_BITS :
                begin
                    if (clk_count_r < CLKS_PER_BIT - 1)
                    begin
                        clk_count_r <= clk_count_r + 1;
                        state_r <= RX_STOP_BITS;
                    end           
                    else
                    begin
                        rx_dv_r <= 1'b1;
                        clk_count_r <= 0;
                        state_r <= CLEANUP;
                    end
                end
            CLEANUP :
                begin
                    state_r <= IDLE;
                    rx_dv_r <= 1'b0;
                end
            default: 
                state_r <= IDLE;
        endcase
    end
    assign rx_dv_o = rx_dv_r;
    assign rx_byte_o = rx_byte_r;
endmodule
```
`./run.sh`:
```
#!/bin/bash
# OpenROAD 26Q1-2900-gdf79404cd8, Yosys 0.63+post, stock flow scripts
make -C /OpenROAD-flow-scripts/flow DESIGN_CONFIG=/design/flow/config.mk WORK_HOME=/design/flow/orfs finish
```
`./config.mk`:
```
export PLATFORM = sky130hd
export DESIGN_NAME = UART_RX
export DESIGN_NICKNAME = UART_RX
export VERILOG_FILES = /design/flow/design.v
export SDC_FILE = /design/flow/constraint.sdc
export NUM_CORES = 4
export LEC_CHECK = 1
export CORE_AREA = 10 10 103 103
export DIE_AREA = 0 0 113 113
```
`./constraint.sdc`:
```
current_design UART_RX

set clk_period 3.6
set clk_io_pct 0.2

create_clock -name clk0 -period $clk_period [get_ports {clk_i}]

set non_clock_inputs [all_inputs -no_clocks]
set_input_delay [expr $clk_period * $clk_io_pct] -clock clk0 $non_clock_inputs
set_output_delay [expr $clk_period * $clk_io_pct] -clock clk0 [all_outputs]
```
==> flow_metrics.tcl <==
# metrics dict for downstream scripts
set metrics [dict create \
    maxCapViolCount 0 \
    top_cells_by_count "20 x edfxtp_1, 9 x nand2_1, 9 x nor2_1" \
    arrival_ns 2.03 \
    cts_buffers 3 \
    cp_num_buf_inv 1 \
    vias 930 \
    ios 11 \
    core_um2 8300 \
    post-route-util_pct 19.0 \
    edf_count 20 \
    clk_latency_ns 0.26 \
    flop_cell "edfxtp_1" \
    die_x_um 113 \
    warning_count 29 \
    grt_pass1_wl_um 4100 \
    start_kind "input port" \
    area_leaders "edfxtp_1 46%, ha_1 5.7%, dfxtp_1 4.6%" \
    drive_gt1_share_pct 12.4 \
    cts_tree "yes" \
    routedWlPerCell_um 10.4 \
    power.static_leakage_nw 0.503 \
    crit_chain "clkdlybuf4s50_1 -> a31oi_1" \
    cts.sinks 23 \
    max_stage_delay_ns 0.74 \
    via_per_inst 3.97 \
    maxSlewViolCount 0 \
    syn_area_um2 1310 \
    rows 33 \
    crit_fanout 9 \
    endpoint_kind "flop" \
    setup_viol 0 \
    ys_types 35 \
    cts-root-buf "clkbuf_8" \
    port_buffers 10 \
    avgSynthCellArea_um2 11.0 \
    status "completed" \
    cts.htree.levels 1 \
    hold_class "flop to flop" \
    antenna_found_initial 0 \
    antenna_cells 0 \
    synth_flops 23 \
    ant_nets 0 \
    totalWireLength_um 2430 \
    max_freq_mhz 468 \
    clockBufferDepth 2 \
    hold_viol 0 \
    fin_cells 234 \
    grt_pass1_vias 862 \
    holdPathStages 1 \
    tns_ns 0 \
    dp.cells 230 \
    yosysTopAreaCellShare_pct 45.8 \
    min_to "rx_byte_r[3]$_DFFE_PP_" \
    postCtsSetupBuffers 0 \
    syn2layout_area_growth_pct 19.9 \
    grt_max_degree 15 \
    finClkSkew_ns 0.00650 \
    required_ns 3.50 \
    crit_type "input port to flop" \
    maxSlewHeadroom_pct 37.6 \
    fp-utilization_pct 15.8 \
    die_area_um2 12800 \
    crit_family "AND-OR/OR-AND gates" \
    synth_top_cell_by_area "edfxtp_1" \
    cts_hold_buffers 0 \
    grt_util_all_layers_pct 3.72 \
    worstMarginPinSlew_ns 0.932 \
    drt_iter0_markers 39 \
    rr_endpoint "rx_byte_r[2]$_DFFE_PP_" \
    gp_congestion 0.772 \
    cp_slowest_cell "a31oi_1" \
    yosysWarnings 1 \
    clk_pin_slew_worst_paths_ns 0.08 \
    yosys_cells 119 \
    post_cts_resized 0 \
    rsz0062_at_grt "no" \
    async_flop_share_pct 0 \
    hp-start "rx_byte_r[3]$_DFFE_PP_" \
    dp_hpwl_um 1790 \
    syn_inst 119 \
    ys_chip_area_um2 1310 \
    power_density_nw_per_um2 284 \
    period_minus_slack_ns 2.14 \
    r2r_cells 5 \
    die_y_um 113 \
    yosysSeqAreaShare_pct 50.3 \
    dr.pass1.iters 4 \
    most_common_cell "edfxtp_1" \
    fin_crit_sh_pct 59.4 \
    total_power_w 0.000448 \
    r2r_slack_ns 1.49 \
    grt_overflow_total 0 \
    route.detailed.drc 0 \
    rr_startpoint "bit_index_r[0]$_SDFFCE_PP0P_" \
    peakVddDrop_uv 135 \
]
-- area by class of cell --
cell class	count	area, µm²
Clock buffer	3	41.3
Clock inverter	1	5.00
Fill cell	903	6730
Inverter	7	26.3
Multi-Input combinational cell	85	609
Sequential cell	23	661
Tap cell	105	131
Timing Repair Buffer	10	100
-- sequential cells by signal (all words and copies together) (netlist names) --
signal       flops
state_r          3
clk_count_r      8
rx_byte_r        8
bit_index_r      3
rx_dv_r          1
-- stage by stage --
| step | instance area [µm²] | hold WS, ns | worst slack, ns |
|---|---|---|---|
| final | 1570 | 0.568 | 1.46 |
| after global routing | 1570 | 0.613 | 1.40 |
| after CTS | 1570 | 0.573 | 1.49 |
| after detailed placement | 1530 | 0.549 | 1.22 |
| after global placement | 1530 | 0.556 | 1.22 |
| after floorplan | 1310 | 0.503 | 1.54 |
-- layer usage --
layer / GRT usage [%] / vias up / wire length, µm
met4: 0.169 / 0 / 0
met3: 1.44 / 0 / 145
met2: 5.57 / 11 / 1000
met1: 5.26 / 450 / 1280
li1: - / 469 / -
met5: 0 / - / 0
-- placed cells by master (no fill, tap or decap), types with 4 or more instances in the layout --
master and count:
nor2_1 9, ha_1 6, nand2_1 9, o2bb2ai_1 4
nand3_1 6, inv_1 7, mux2_2 4, clkdlybuf4s50_1 10
a211oi_1 5, edfxtp_1 20
-- kinds of logic (layout without fill, tap and decap cells) --
family	after synthesis	count (layout)	synth area share [%]
multiplexers	4	4	3.43
AND/OR/NAND/NOR	44	44	18.9
flip-flops	23	23	50.3
buffers and inverters	11	21	3.24
XOR/XNOR	5	5	3.34
adder cells (fa/ha/maj)	6	6	5.72
AND-OR/OR-AND	26	26	15.1
-- report_power, final --
| part | leakage (nW) | internal, W | switching [W] |
|---|---|---|---|
| logic | 0.259 | 0.00000146 | 0.00000210 |
| registers | 0.219 | 0.000285 | 0 |
| clock network | 0.0255 | 0.0000771 | 0.0000819 |
| total | 0.503 | 0.000364 | 0.0000840 |
-- worst max path at each step --
stage                                 from                  endpoint  slack [ns]  cells after the start
global route  bit_index_r[0]$_SDFFCE_PP0P_    rx_byte_r[4]$_DFFE_PP_        1.40                      5
finish                         rx_serial_i  clk_count_r[7]$_DFFE_PP_        1.46                      2
CTS           bit_index_r[0]$_SDFFCE_PP0P_    rx_byte_r[2]$_DFFE_PP_        1.49                      5
Power and IR drop assume default switching activity.
